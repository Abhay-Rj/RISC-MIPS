==> design/flow/design.v <==
module ALU(Zero,ALUresult,A,B,AluOp);
output			Zero;
output	reg	[31:0]	ALUresult; 
input  		[31:0]	A,B;
input 		[ 3:0]	AluOp;
assign Zero = (ALUresult==0);
always@(AluOp,A,B)
	begin
		case (AluOp)
			4'b0000 : ALUresult<= A&B;   	 	 
			4'b0001 : ALUresult<= A|B;		 
			4'b0010 : ALUresult<= A+B;			 
			4'b0110 : ALUresult<= A-B;		 
			4'b0111 : ALUresult<= (A<B)?1:0;	 
			4'b1100 : ALUresult<= ~(A|B);	 
			4'b1101 : ALUresult<= A<<B; 	 
			4'b1110 : ALUresult<= A>>B;			 
			4'b1000 : ALUresult<= A>>>B;	 
			default : ALUresult <=0;
		endcase
	end
endmodule
module Add(Result,A,B);
	output  reg [31:0] Result;
	input 		[31:0] A,B;
	initial begin Result=32'd0; end
always @(A,B)
begin
	Result=A+B;
end
endmodule
==> design/flow/run.sh <==
#!/bin/bash
# OpenROAD 26Q1-2900-gdf79404cd8, Yosys 0.63+post, stock flow scripts
make -C /OpenROAD-flow-scripts/flow DESIGN_CONFIG=/design/flow/config.mk WORK_HOME=/design/flow/orfs finish
==> design/flow/config.mk <==
export PLATFORM = sky130hd
export DESIGN_NAME = Add
export DESIGN_NICKNAME = Add
export VERILOG_FILES = /design/flow/design.v
export SDC_FILE = /design/flow/constraint.sdc
export NUM_CORES = 4
export LEC_CHECK = 1
export CORE_AREA = 10 10 85 85
export DIE_AREA = 0 0 95 95
==> design/flow/constraint.sdc <==
current_design Add

set clk_period 24.1
set clk_io_pct 0.2

create_clock -name clk0 -period $clk_period

set non_clock_inputs [all_inputs -no_clocks]
set_input_delay [expr $clk_period * $clk_io_pct] -clock clk0 $non_clock_inputs
set_output_delay [expr $clk_period * $clk_io_pct] -clock clk0 [all_outputs]
==> flow_summary.yaml <==
# physical design summary
worst_setup_path:
  slowest_delay_ns: 0.49
  crit_start: "A[0]"
  critPathMaxFanout: 4
  end_kind: "output pin"
  cp_cell_sequence: "clkdlybuf4s50_1 -> ha_1 -> fa_1 -> a21o_1 -> a31o_2 -> nand3_1 -> o221ai_1 -> a311oi_1 -> o21bai_1 -> xor2_1 -> clkdlybuf4s50_1"
  cp_common_cell: "clkdlybuf4s50_1"
  start_kind: "input pin"
  crit_family: "AND-OR/OR-AND gates"
  required_ns: 19.28
  crit_path_top_delay_cell: "clkdlybuf4s50_1"
  timing.critical_path.buf_inv: 2
  arrival_ns: 7.77
  path_class: "input pin to output pin"
clocking:
  cts_setup_buffers: 0
  ctsResizeCount: 0
  postCtsHoldBufs: 0
placement:
  placed_area_um2: 2751
  port_buffers: 96
  dp_hpwl_um: 5045
  place_ws_ns: 11.50
  routabilityCongestion: 0.9244
global_route:
  grt_start_max_net_pins: 11
  grt_overflow_total: 0
  grt_pass1_wl_um: 9466
  antenna_found_initial: 0
  grt_usage: 0.1232
  grt_pass1_vias: 2001
synth:
  synthCells: 241
  yosys.area_share.adder: 0.2339
  synth_cell_types: 50
  synth-simple-area-share: 0.1829
  netlist.area_leader.share: 0.2224
  topCellsByArea: "ha_1 (22%), a21oi_1 (8.3%), a21o_1 (8.2%)"
  postSynthSeqShare: 0
  yosys_warnings: 1
  yosysChipArea_um2: 1744
  synthAoiAreaFrac: 0.3931
  muxShareOfSynthArea: 0.01148
  ys_sh_xor: 0.1406
  syn_area_um2: 1744
  ys_cells: 241
  yosysTopAreaCell: "ha_1"
  logic_family: "AND-OR/OR-AND gates"
  syn_avg_cell_area_um2: 7.237
hold_path:
  whs_endpoint: "Result[0]"
  hp-start: "B[0]"
  worstHoldPathCells: 3
  hold_class: "input pin to output pin"
timing:
  relSlewSlack: 0.6302
  setup_slack_ns: 11.51
  fmax_ghz: 0.07944
  whs_ns: 10.67
  finalSetupViolCount: 0
  worst_pin_slew_ns: 0.5407
  fin_crit_ns: 12.59
  post-route-period-util: 0.5223
  maxSlewViolCount: 0
  setup_tns_ns: 0
  grt_setup_unrepaired: "false"
  hold_viol: 0
final_layout:
  ff_count: 0
  syn_to_final_growth_pct: 57.75
  n_fill_cell: 560
  clockBufferCount: 0
  fin_area_um2: 2751
  register_area_um2: 0
  final_layout_size_suffix_gt1_frac: 0.03067
floorplanning:
  ios: 96
  chip_area_um2: 9025
  fp-row-count: 27
  die_h_um: 95
  die_w_um: 95
  fp_util: 0.3187
  core_area_um2: 5473
power_and_ir_drop:
  p_leak_nw: 1.176
  irDropWorstVdd_mv: 0.01153
  total_power_uw: 79.67
  p_per_area_nw_per_um2: 28.96
drt:
  first_pass_iters: 4
  drtIter0Drc: 47
  post_drt_wl_per_cell_um: 14.39
  wirelength_um: 5728
  drc_errors: 0
  avgViaCountPerCell: 5.173
  vias: 2059
  antenna_left: 0
  diodes: 0
outcome:
  status: "complete, no violations"
flow_run:
  drv_cap: 0
  warnings: 32
## how the worst max path moves through the flow
| stage | endpoint | slack [ns] | cells past startpoint |
|---|---|---|---|
| 5_1_grt | Result[18] | 11.28 | 11 |
| 6_report | Result[26] | 11.51 | 11 |
| 4_1_cts | Result[26] | 11.49 | 11 |
## Yosys cell counts (all sizes together) (3+ instances only)
library cell,instances
xnor2,13
inv,6
a21oi,29
xor2,15
a31oi,3
or2,3
o211ai,3
ha,31
a211oi,3
clkbuf,8
a311oi,3
a21o,19
nand4,8
nand2,18
nor2,12
buf,3
o21bai,5
o21ai,15
nand3,10
nor3,4
## cell usage in the layout (no fill, tap or decap), drive strengths merged, types with 2 or more instances in the layout
master	instances
nand4	8
nand3	10
a211oi	3
nand2b	2
nand2	18
nor2	12
nor3	4
clkdlybuf4s50	96
o311ai	2
inv	6
o21a	2
or2	3
ha	31
o21bai	5
o21ai	15
a21o	19
a311oi	3
o221ai	2
xnor2	13
mux2i	2
o211ai	3
xor2	15
a31oi	3
a21oi	29
## per-stage QoR
| stage | utilization | instances |
|---|---|---|
| after CTS | 0.5027 | 398 |
| after detailed placement | 0.5027 | 398 |
| after floorplan | - | 241 |
| after global placement | 0.5027 | 398 |
| final | 0.5027 | 398 |
| after global routing | 0.5027 | 398 |
## report_power, final
part | total, mW | switching (mW) | internal [mW]
clock | 0 | 0 | 0
combinational | 0.0797 | 0.0314 | 0.0482
sequential | 0 | 0 | 0
## layout make-up
type                       count  area (µm²)  area share
timing repair buffer          96       960.9      0.3492
inverter                       6       22.52    0.008186
tap                           72       90.09     0.03274
multi-input combinational    224        1678      0.6098
## layer usage
layer,routed length [µm],GRT usage,part of all wire,vias up
met5,0,0,0,-
met4,22,0.006234,0.0038,0
met3,500,0.02885,0.087,2
met2,2487,0.2048,0.43,62
met1,2718,0.1663,0.47,896
li1,-,-,-,1099
## cell families after synthesis
family                   after synthesis
adder cells (fa/ha/maj)               32
multiplexers                           2
buffers and inverters                 17
AND/OR/NAND/NOR                       65
AND-OR/OR-AND                         97
XOR/XNOR                              28
